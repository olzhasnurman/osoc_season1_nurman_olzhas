File: flow/constraint.sdc
current_design mux4to1

set clk_period 1.1
set clk_io_pct 0.2

create_clock -name clk0 -period $clk_period

set non_clock_inputs [all_inputs -no_clocks]
set_input_delay [expr $clk_period * $clk_io_pct] -clock clk0 $non_clock_inputs
set_output_delay [expr $clk_period * $clk_io_pct] -clock clk0 [all_outputs]
File: flow/design.v
module mux4to1
#(
    parameter DATA_WIDTH = 64
) 
(
    input  logic [              1:0 ] control_signal,
    input  logic [ DATA_WIDTH - 1:0 ] i_mux_0,
    input  logic [ DATA_WIDTH - 1:0 ] i_mux_1,
    input  logic [ DATA_WIDTH - 1:0 ] i_mux_2,
    input  logic [ DATA_WIDTH - 1:0 ] i_mux_3,
    output logic [ DATA_WIDTH - 1:0 ] o_mux
);
    always_comb begin
        case ( control_signal )
            2'b00: o_mux = i_mux_0;
            2'b01: o_mux = i_mux_1;
            2'b10: o_mux = i_mux_2;
            2'b11: o_mux = i_mux_3;
            default: o_mux = '0;
        endcase
    end
endmodule
File: flow/run.sh
#!/bin/bash
# OpenROAD 26Q1-2900-gdf79404cd8, Yosys 0.63+post, stock flow scripts
make -C /OpenROAD-flow-scripts/flow DESIGN_CONFIG=/design/flow/config.mk WORK_HOME=/design/flow/orfs finish
File: flow/config.mk
export PLATFORM = sky130hd
export DESIGN_NAME = mux4to1
export DESIGN_NICKNAME = mux4to1
export VERILOG_FILES = /design/flow/design.v
export SDC_FILE = /design/flow/constraint.sdc
export NUM_CORES = 4
export LEC_CHECK = 1
export CORE_AREA = 10 10 131 131
export DIE_AREA = 0 0 141 141
==> impl_metrics.env <==
# implementation run metrics
export IMPL_routed_wl_um=13500
export IMPL_final_cell_mix="dlygate4sd2_1, mux4_2, buf_2"
export IMPL_clkPwrFrac_pct=0
export IMPL_whs_ns=0.920
export IMPL_p_leak_nw=2.17
export IMPL_rsz0062_at_grt="yes"
export IMPL_path_class="in -> out"
export IMPL_tightest_slew_ns=0.210
export IMPL_tns_ns=-15.44
export IMPL_area_delta_synth_final_pct=184
export IMPL_dr_first_iter_drc_count=48
export IMPL_stdcell_area_um2=4610
export IMPL_finalWorstSetupSlack_ns=-0.289
export IMPL_grt_ovfl_total=0
export IMPL_vias=2439
export IMPL_final_seq_area_um2=0
export IMPL_worstHoldPathType="in -> out"
export IMPL_place_hpwl_um=11900
export IMPL_sw_frac_of_total_pct=27.5
export IMPL_drc_errors=0
export IMPL_place_area_um2=5020
export IMPL_cap_viol_max_count=0
export IMPL_hold_viol_final=0
export IMPL_ys_seq_share_pct=0
export IMPL_gp_congestion=0.871
export IMPL_flops=0
export IMPL_grt_pass1_vias=2838
export IMPL_grt_total_usage_pct=12.9
export IMPL_combGateArea_um2=1440
export IMPL_min_path_cells=3
export IMPL_dp_cells=579
export IMPL_violations="negative setup slack"
export IMPL_antenna_found_initial=3
export IMPL_intPower_mw=1.11
export IMPL_crit_required_ns=0.88
export IMPL_wl_per_cell_um=22.9
export IMPL_ys_types=6
export IMPL_yosysWarningCount=1
export IMPL_final_cells=589
export IMPL_setup_viol=64
export IMPL_p_sw_uw=422
export IMPL_fin_crit_ns=1.39
export IMPL_std_cell_rows=44
export IMPL_maxSlewHeadroom_pct=86.0
export IMPL_slowest_delay_ns=0.54
export IMPL_dp_slack_ns=-0.820
export IMPL_worst_ep_arrival_time_ns=1.17
export IMPL_layout_drive_gt1_share_pct=36.0
export IMPL_ys_cells=78
export IMPL_synthCells=78
export IMPL_crit_fanout=5
export IMPL_io_pins=322
export IMPL_critPathLaunchType="primary input"
export IMPL_via_per_inst=4.14
export IMPL_crit_chain="buf_16 > buf_16 > mux4_2 > buf_6"
export IMPL_outcome="finished with violations"
export IMPL_fp_util_pct=11.3
export IMPL_vdd_drop_max_mv=0.142
export IMPL_tool_warnings=35
export IMPL_die_y_um=141
export IMPL_end_kind="output port"
export IMPL_drv_slew=0
export IMPL_io_buffers=322
export IMPL_die_w_um=141
export IMPL_dieArea_um2=19900
export IMPL_utilization_pct=32.0
export IMPL_grt_max_degree=36
export IMPL_cpMostUsedCell="buf_16"
export IMPL_seqPwrFrac_pct=0
export IMPL_drtAntennaViolNets=0
export IMPL_nClkBuffers=0
export IMPL_power_mw=1.53
export IMPL_postCtsHoldBufs=0
export IMPL_grt_pass1_wl_um=19400
export IMPL_syn_area_um2=1620
export IMPL_core_um2=14400
export IMPL_combPwrFrac_pct=100.0
export IMPL_cts_setup_buffers=0
export IMPL_power_density_nw_per_um2=332
export IMPL_ys_area_um2=1620
export IMPL_max_freq_mhz=720
export IMPL_layout_top_cell="dlygate4sd2_1"
export IMPL_dr_pass1_iters=3
export IMPL_crit_slowest_cell="mux4_2"
export IMPL_syn_avg_cell_area_um2=20.8
export IMPL_finalClockPeriodUsage_pct=126
export IMPL_nFillCells=1577
## path summary, 6_finish.rpt
path	from	to	slack [ns]
setup / recovery	control_signal[0]	o_mux[9]	-0.29
hold / removal	i_mux_2[18]	o_mux[18]	0.92
## worst max-delay path, delay by kind of cell
kind | cells | cell delay, ns
buffers and inverters | 3 | 0.41
multiplexers | 1 | 0.54
## area by class of cell
| class | instances | area share [%] |
|---|---|---|
| multi-input combinational | 64 | 31.3 |
| tap | 184 | 4.99 |
| timing repair buffer | 336 | 63.5 |
| antenna | 5 | 0.271 |
## power groups by stage
stage | combinational (mW) | sequential [mW] | clock (mW)
5_1_grt | 1.65 | 0 | 0.000000243
6_report | 1.53 | 0 | 0.000000608
4_1_cts | 1.57 | 0 | 0
## synth_stat cells (all sizes together)
library cell / number / share of area [%]
mux4: 64 / 90
buf: 13 / 9.9
clkbuf: 1 / 0.31
## cells by family after synthesis
kind of cell / after synthesis / synth area share, %
buffers and inverters: 14 / 10.3
multiplexers: 64 / 89.7
## metal layers
layer / part of all wire [%] / track usage (%) / routed length, um / vias to the layer above
li1: - / - / - / 1070
met1: 36 / 14.7 / 4830 / 1187
met2: 52 / 23.0 / 7040 / 176
met3: 11 / 5.35 / 1510 / 6
met4: 0.82 / 0.978 / 111 / 0
met5: 0 / 0 / 0 / -
## repair_timing
| item | CTS | global route |
|---|---|---|
| setup endpoints to repair | 64 | 64 |
| cloned | 5 | 0 |
| pin swaps | 0 | 0 |
| resized | 495 | 1 |
Power figures rest on the tool's default switching activity, not on a simulated workload.
