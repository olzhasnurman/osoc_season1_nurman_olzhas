==> run.sh <==
#!/bin/bash
# OpenROAD 26Q1-2900-gdf79404cd8, Yosys 0.63+post, stock flow scripts
make -C /OpenROAD-flow-scripts/flow DESIGN_CONFIG=/design/flow/config.mk WORK_HOME=/design/flow/orfs finish
==> design.v <==
module csr_file
#(
    parameter DATA_WIDTH = 64,
              ADDR_WIDTH = 3,
              REG_DEPTH  = 8
)
(   
    input  logic                      clk,
    input  logic                      write_en_1,
    input  logic                      write_en_2,
    input  logic                      arst,
    input  logic [ ADDR_WIDTH - 1:0 ] i_read_addr,
    input  logic [ ADDR_WIDTH - 1:0 ] i_write_addr_1,
    input  logic [ ADDR_WIDTH - 1:0 ] i_write_addr_2,
    input  logic [ DATA_WIDTH - 1:0 ] i_write_data_1,
    input  logic [ DATA_WIDTH - 1:0 ] i_write_data_2,
    input  logic                      i_timer_int_call,
    input  logic                      i_timer_int_jump,
    output logic [ DATA_WIDTH - 1:0 ] o_read_data,
    output logic                      o_mie_mstatus,
    output logic                      o_mtip_mip,
    output logic                      o_mtie_mie
);
    logic [ DATA_WIDTH - 1:0 ] mem [ REG_DEPTH - 1:0 ];
    always_ff @( posedge clk, posedge arst ) begin 
        if ( arst ) begin
            mem[ 0 ] <= '0;  
            mem[ 1 ] <= '0;  
            mem[ 2 ] <= '0;  
            mem[ 3 ] <= '0;  
            mem[ 4 ] <= '0;  
            mem[ 5 ] <= '0;  
            mem[ 6 ] <= '0;  
            mem[ 7 ] <= '0;  
        end
        else begin
            if ( i_timer_int_call ) mem[ 6 ][ 7 ] <= 1'b1;  
            else                    mem[ 6 ][ 7 ] <= 1'b0;  
            if ( i_timer_int_jump ) mem[ 0 ][ 3 ] <= 1'b0;  
            if ( write_en_1 ) mem [ i_write_addr_1 ] <= i_write_data_1;
            if ( write_en_2 ) mem [ i_write_addr_2 ] <= i_write_data_2;  
        end
    end
    assign o_read_data   = mem [ i_read_addr ];
    assign o_mie_mstatus = mem [ 0 ][ 3 ];
    assign o_mtip_mip    = mem [ 6 ][ 7 ];
    assign o_mtie_mie    = mem [ 2 ][ 7 ];  
endmodule
==> config.mk <==
export PLATFORM = sky130hd
export DESIGN_NAME = csr_file
export DESIGN_NICKNAME = csr_file
export VERILOG_FILES = /design/flow/design.v
export SDC_FILE = /design/flow/constraint.sdc
export NUM_CORES = 4
export LEC_CHECK = 1
export CORE_UTILIZATION = 50
==> constraint.sdc <==
current_design csr_file

set clk_period 14.1
set clk_io_pct 0.2

create_clock -name clk0 -period $clk_period [get_ports {clk}]

set non_clock_inputs [all_inputs -no_clocks]
set_input_delay [expr $clk_period * $clk_io_pct] -clock clk0 $non_clock_inputs
set_output_delay [expr $clk_period * $clk_io_pct] -clock clk0 [all_outputs]
==> flow_metrics.py <==
# Physical implementation metrics
metrics = {
    "status": {
        "outcome": "finished, final reports clean",
    },
    "synthesis": {
        "synth-main-ff-cell": "dfrtp_1",
        "synth.most_common_cell": "mux2i_1",
        "synthesis.instances": 2981,
        "synth.largest_area_cell": "dfrtp_1",
        "synth.ff_latch_count": 512,
        "top_cells_by_area": "dfrtp_1 45%, mux2i_1 23%, a21oi_1 5.6%",
        "syn_area_um2": 28300,
        "top_cells_by_count": "638 x mux2i_1, 512 x dfrtp_1, 327 x nand2_1",
        "netlist-cell-type-count": 38,
        "avg_inst_size_synth_um2": 9.49,
        "yosys_area_um2": 28300,
        "enable_flop_cells": 0,
        "async_set_or_reset_register_ratio_after_synthesis_pct": 100,
        "yosysCellCount": 2981,
        "synthesis.yosys.warnings": 2,
        "top_area_share_pct": 45.3,
        "ys_seq_share_pct": 45.3,
    },
    "global_routing": {
        "first_global_vias": 22300,
        "grt_antenna_before_repair": 9,
        "grt_max_degree": 129,
        "grtUsageTotal_pct": 31.6,
        "grt_remaining_overflow": 0,
        "grt_first_pass_wirelength_mm": 133,
    },
    "critical_path": {
        "reg2regPathDepth": 3,
        "reg2reg_from": "mem[0][3]",
        "arrival_ns": 6.10,
        "reg2reg_slack_ns": 13.19,
        "critical_path_required_ns": 11.28,
        "criticalPathCategory": "primary input to output port",
        "critical_path.reg2reg.endpoint": "mem[0][3]",
        "cp_max_fo": 27,
        "critical_path.startpoint_type": "primary input",
        "cp-end-kind": "output port",
    },
    "power_and_ir_drop": {
        "swShare_pct": 28.5,
        "cell_internal_pwr_w": 0.00303,
        "share_comb_of_total_power_pct": 20.6,
        "clockPowerShare_pct": 33.2,
        "vdd_drop_max_mv": 0.100,
        "total_switching_power_w": 0.00121,
        "p_seq_share_pct": 46.2,
        "cellPowerDensity_nw_per_um2": 134,
        "leakage_power_nw": 14.0,
    },
    "layout": {
        "synthToLayoutAreaGrowth_pct": 12.1,
        "biggestRegsByFlops": "mem x512",
        "top_register": "mem",
        "fill_cell_total_of_the_finished_layout": 4657,
        "share_of_post_route_cells_with_drive_strength_above_1_pct": 5.15,
        "final_standard_cell_area_without_fillers_um2": 31700,
        "number_of_flip_flops_in_the_largest_register": 512,
        "finalCoreUtilization_pct": 57.1,
    },
    "die": {
        "boundaryPins": 210,
        "chipHeight_um": 240,
        "die_width_um": 240,
        "floorplan.rows": 86,
        "core-area_um2": 55500,
        "die_area_um2": 57500,
        "floorplanUtilization_pct": 50.9,
    },
    "cts": {
        "clock-sinks": 512,
        "clk_pin_slew_ns": 0.06,
        "cts-resized-gates": 0,
        "ctsLongestPathBuffers": 3,
        "ctsHtreeMaxLevel": 2,
        "ctsRootBufferMaster": "clkbuf_16",
        "post_cts_hold_buffer_count": 0,
        "tritoncts.num_buffers": 57,
        "tritoncts": "built",
        "clock.latency.late_pin_ns": 0.60,
        "post_cts_buffers": 0,
    },
    "final_timing": {
        "final.min_clock_period_ns": 8.92,
        "fmaxAchievable_mhz": 112,
        "clock-skew-final_ns": 0,
        "timing_hold_violations_final": 0,
        "final-max-slew-violation-count": 0,
        "fin_crit_sh_pct": 63.2,
        "setup_viol": 0,
        "max_slew_margin_pct": 38.3,
        "timing_worst_slew_pin_value_ns": 0.926,
        "unrepaired_setup_endpoints_after_global_routing": "false",
        "finalSetupTns_ns": 0,
        "fin_worst_hold_slack_ns": 0.545,
    },
    "routing": {
        "vias": 22200,
        "routed_wire_length_per_instance_um": 22.9,
        "antenna_violating_nets_post_route": 0,
        "route.final.wire_length_mm": 85.1,
        "drtPass1Iterations": 5,
        "dr.first_iter.drc_count": 1480,
        "route.detailed.drc": 0,
        "routed_via_density": 5.96,
    },
    "place": {
        "port_buffers": 209,
        "dpl.hpwl_mm": 48.1,
        "post_dp_cell_area_um2": 30000,
        "place.gp.congestion": 0.837,
    },
    "worst_hold_path": {
        "hold_start": "mem[1][35]",
        "hold_path_end": "mem[1][35]",
        "hold-path-cell-count": 2,
        "min_path_type": "register to register",
    },
    "job": {
        "tool_warnings": 35,
        "drv_cap": 0,
    },
}
worst max path at each step:
stage     slack [ns]         endpoint  depth (start not counted)      startpoint
4_1_cts         5.25  o_read_data[53]                          9  i_read_addr[1]
5_1_grt         5.04  o_read_data[53]                          9  i_read_addr[1]
6_report        5.18  o_read_data[12]                          9  i_read_addr[1]
critical path, stage by stage:
cell and delay, ns:
buf_2 0.08, buf_4 0.37, buf_4 0.43, nand2b_2 0.74
buf_4 0.56, nor2_1 0.09, a211oi_1 0.25, o22a_1 0.24
clkdlybuf4s50_1 0.49
cell usage in the layout, fill, tap and decap left out, types with 5 or more instances in the layout:
cell,instances
clkdlybuf4s50_1,206
clkbuf_8,12
buf_4,44
clkinv_2,5
a211oi_1,58
dfrtp_1,512
nand3_1,14
mux2_2,6
o22a_1,49
a21oi_1,317
nor3b_1,11
clkbuf_16,57
o211ai_1,41
clkbuf_1,24
o22ai_1,7
buf_12,8
nand2_1,327
o21ai_1,229
mux2i_1,638
nand4b_1,6
a41oi_1,5
o21ai_0,89
nor2_1,279
per-layer routing:
| metal | share of wire [%] | global-route usage [%] | up-vias |
|---|---|---|---|
| met2 | 48 | 49.3 | 643 |
| met1 | 43 | 46.8 | 11000 |
| met3 | 7.0 | 7.33 | 163 |
| met4 | 2.6 | 7.66 | 14 |
| li1 | - | - | 10300 |
| met5 | 0.093 | 0 | - |
cell type report:
cell class / count / area, µm² / share of cell area (%)
Clock inverter: 6 / 37.5 / 0.118
Multi-Input combinational cell: 2099 / 13600 / 43.0
Tap cell: 748 / 936 / 2.95
Sequential cell: 512 / 12800 / 40.4
Clock buffer: 93 / 1680 / 5.31
Inverter: 2 / 12.5 / 0.0395
Antenna cell: 1 / 2.50 / 0.00790
Timing Repair Buffer: 261 / 2580 / 8.14
power by group through the flow:
stage | registers [W] | logic [W] | clock network (W)
CTS | 0.00196 | 0.000879 | 0.00144
global route | 0.00200 | 0.000977 | 0.00149
finish | 0.00196 | 0.000875 | 0.00141
kinds of logic (layout without fill, tap and decap cells):
family | count (synthesis) | in the layout | share of synthesized area, %
other | 0 | 1 | 0
and+or+nand+nor | 657 | 657 | 9.36
muxes | 645 | 645 | 22.9
AOI/OAI and AO/OA | 797 | 797 | 15.7
DFF | 512 | 512 | 45.3
buffers and inverters | 370 | 362 | 6.70
stage by stage:
stage / total power, W / setup WS, ns / cells
2_1_floorplan: 0.00256 / 4.33 / 2981
3_3_place_gp: 0.00282 / 5.26 / 3622
3_5_place_dp: 0.00286 / 5.28 / 3622
4_1_cts: 0.00427 / 5.25 / 3721
5_1_grt: 0.00447 / 5.04 / 3722
6_report: 0.00424 / 5.18 / 3722
Power is estimated from default activity; no workload was simulated.
