File: /design/flow/design.v
module register_file
#(
    parameter DATA_WIDTH = 64,
              ADDR_WIDTH = 5,
              REG_DEPTH  = 32
)
(   
    input  logic                      clk,
    input  logic                      write_en_3,
    input  logic                      arst,
    input  logic [ ADDR_WIDTH - 1:0 ] i_addr_1,
    input  logic [ ADDR_WIDTH - 1:0 ] i_addr_2,
    input  logic [ ADDR_WIDTH - 1:0 ] i_addr_3,
    input  logic [ DATA_WIDTH - 1:0 ] i_write_data_3,
    output logic [ DATA_WIDTH - 1:0 ] o_read_data_1,
    output logic                      o_a0_reg_lsb,  
    output logic [ DATA_WIDTH - 1:0 ] o_read_data_2
);
    logic [ DATA_WIDTH - 1:0 ] mem [ REG_DEPTH - 1:0 ];
    always_ff @( posedge clk, posedge arst ) begin 
        if ( arst ) begin
            mem[0] <= '0;
            mem[1] <= '0;
            mem[2] <= '0;
            mem[3] <= '0;
            mem[4] <= '0;
            mem[5] <= '0;
            mem[6] <= '0;
            mem[7] <= '0;
            mem[8] <= '0;
            mem[9] <= '0;
            mem[10] <= '0;
            mem[11] <= '0;
            mem[12] <= '0;
            mem[13] <= '0;
            mem[14] <= '0;
            mem[15] <= '0;
            mem[16] <= '0;
            mem[17] <= '0;
            mem[18] <= '0;
            mem[19] <= '0;
            mem[20] <= '0;
            mem[21] <= '0;
            mem[22] <= '0;
            mem[23] <= '0;
            mem[24] <= '0;
            mem[25] <= '0;
            mem[26] <= '0;
            mem[27] <= '0;
            mem[28] <= '0;
            mem[29] <= '0;
            mem[30] <= '0;
            mem[31] <= '0;
        end
        else if ( write_en_3 ) begin
            mem[i_addr_3] <= i_write_data_3;
            mem[ 0 ] <= '0;
        end
    end
    assign o_read_data_1 = mem[i_addr_1];
    assign o_read_data_2 = mem[i_addr_2];
    assign o_a0_reg_lsb  = mem[10][0];
endmodule
File: /design/flow/run.sh
#!/bin/bash
# OpenROAD 26Q1-2900-gdf79404cd8, Yosys 0.63+post, stock flow scripts
make -C /OpenROAD-flow-scripts/flow DESIGN_CONFIG=/design/flow/config.mk WORK_HOME=/design/flow/orfs finish
File: /design/flow/config.mk
export PLATFORM = sky130hd
export DESIGN_NAME = register_file
export DESIGN_NICKNAME = register_file
export VERILOG_FILES = /design/flow/design.v
export SDC_FILE = /design/flow/constraint.sdc
export NUM_CORES = 4
export LEC_CHECK = 1
export CORE_UTILIZATION = 50
File: /design/flow/constraint.sdc
current_design register_file

set clk_period 11.6
set clk_io_pct 0.2

create_clock -name clk0 -period $clk_period [get_ports {clk}]

set non_clock_inputs [all_inputs -no_clocks]
set_input_delay [expr $clk_period * $clk_io_pct] -clock clk0 $non_clock_inputs
set_output_delay [expr $clk_period * $clk_io_pct] -clock clk0 [all_outputs]
==> flow_summary_export.csv <==
group,metric,value,unit
worst_setup_path,endpoint_kind,"output port",
clocking,tritoncts,"yes",
logic_synthesis,synth_flops,1984,
global_routing,grt_pass1_vias,83840,
clocking,cts_max_path_buffers,3,
global_routing,grt_overflow_total,0,
die,ios,211,
logic_synthesis,synth_cell_types,69,
clocking,insertion_delay,0.85,ns
logic_synthesis,aoi_share,13.93,%
logic_synthesis,simple_gate_area_share,8.184,%
final_timing,grt_setup_unrepaired,"false",
final_layout,stdcell_area,112500,um^2
status,outcome,"finished, final reports clean",
logic_synthesis,ys_warn_count,2,
final_timing,setup_viol,0,
final_timing,period_minus_slack,9.250,ns
clocking,clock-root-buffer,"clkbuf_16",
worst_setup_path,cp.required,9.28,ns
clocking,cts_hold_buf,0,
final_timing,worst_slack,2.350,ns
power,p_per_area,173.9,nW/um^2
routing,wl,488.4,mm
clocking,ctsResizeCount,0,
routing,via_per_inst,7.742,
logic_synthesis,netlist_area,99470,um^2
worst_setup_path,critPathKind,"input port to output port",
power,ir_worst_vdd,0.0001862,V
die,fp_util,50.38,%
logic_synthesis,mux_share,24.33,%
logic_synthesis,synthCells,8222,
logic_synthesis,ys_sh_xor,0,%
placed_design,gp_congestion,1.046,
die,die_w,448.0,um
placed_design,place_inst,10560,
final_timing,tns,0,ns
power,finalPower,19.57,mW
die,dieArea,200700,um^2
worst_setup_path,cp-start-kind,"input port",
final_layout,final_cells,11010,
routing,drt_pass1_iterations,14,
clocking,cts-buffers-inserted,214,
logic_synthesis,synth_top_flop_cell,"dfrtp_1",
placed_design,dp_slack,2.650,ns
final_timing,finalClockPeriodUsage,79.74,%
worst_setup_path,crit_fanout,30,
logic_synthesis,yosys_area,99470,um^2
final_layout,fin_util,57.00,%
logic_synthesis,ys_seq_share,49.91,%
clocking,clock_sinks,1984,
logic_synthesis,logic_family,"multiplexers",
final_layout,drive_gt1_share,34.38,%
final_layout,layout_top_cells,"mux2_2, dfrtp_1, a22oi_1, and3_1, buf_4",
final_timing,worst_slew_pin_slew,1.382,ns
final_layout,largest-register,"mem",
flow_run,drv_cap,0,
global_routing,grt_pass1_wl,669.4,mm
die,rows,163,
routing,drtIter0Drc,10460,
logic_synthesis,enable_flop_cells,0,
die,die_h,448.0,um
final_timing,fmax,0.1081,GHz
final_timing,drv_slew,0,
global_routing,grt_use_total,50.97,%
final_layout,largestRegisters,"mem x1984",
final_timing,hold_viol_final,0,
routing,post_drt_wl_per_cell,44.36,um
power,leakagePower,50.70,nW
clocking,clk_pin_slew,0.06,ns
flow_run,warning_count,83,
final_layout,largest_register_ffs,1984,
worst_hold_path,hp-class,"register to register",
routing,drc,0,
clocking,cts_setup_buffers,0,
final_timing,finalClockSkew,0,ns
global_routing,grt_start_max_net_pins,126,
final_timing,max_slew_margin,6.700,%
logic_synthesis,ys_async_sr_fraction,100.0,%
placed_design,detailed_place.area,105100,um^2
final_layout,syn2layout_area_growth,13.13,%
worst_setup_path,cp.arrival,6.93,ns
global_routing,grt_antenna_before_repair,45,
final_timing,whs,0.5188,ns
logic_synthesis,synth_area_per_cell,12.10,um^2
final_layout,lay_top_count,"mux2_2",
routing,drtAntennaViolNets,0,
worst_setup_path,rrSetupSlack,10.70,ns
clocking,cts.htree.levels,4,
placed_design,dp_hpwl,275.4,mm
logic_synthesis,yosys_cells,8222,
logic_synthesis,adder_share,0,%
routing,vias,85240,
die,design.core.area,197400,um^2
placed_design,port_buffers,210,
## kinds of logic after synthesis
logic type	after synthesis
mux	2167
flops	1984
compound gates	1774
simple gates	1395
buf+inv	902
## per-layer routing
| metal | track usage [%] | wire, um | up-vias |
|---|---|---|---|
| met4 | 30.11 | 39840 | 55 |
| met5 | 2.790 | 524 | - |
| met3 | 35.69 | 88770 | 2504 |
| li1 | - | - | 31880 |
| met1 | 62.53 | 164300 | 42830 |
| met2 | 65.78 | 195000 | 7966 |
## where the power goes
part / internal (mW) / switching [mW] / total (mW)
clock network: 4.14 / 3.05 / 7.19
registers: 8.26 / 1.20 / 9.46
logic: 1.53 / 1.39 / 2.92
## final timing paths
| kind | end | cells after the start | start |
|---|---|---|---|
| setup / recovery | o_read_data_1[59] | 9 | i_addr_1[3] |
| hold / removal | mem[13][60] | 1 | mem[13][60] |
| setup reg to reg | mem[10][0] | 1 | mem[10][0] |
| hold reg to reg | mem[13][60] | 1 | mem[13][60] |
| max in group asynchronous | mem[28][4] | 5 | arst |
| min in group asynchronous | mem[28][23] | 2 | arst |
## worst max-delay path: stages
cell and delay [ns]:
buf_2 0.35, buf_4 0.54, nand3b_1 0.66, nor2_4 0.96, buf_4 0.78, a22oi_1 0.20, nand4_1 0.15, or3_1 0.29
clkdlybuf4s50_1 0.53
## final cells by class
class	instances	area, um^2
diodes	60	150.1
clock buffers	319	6322
clock inverters	76	991.0
fillers	16030	84890
inverters	9	37.54
multi-input cells	5336	46920
flip-flops and latches	1984	49650
well taps	2640	3303
repair buffers	586	5161
## Yosys cell counts (104+ instances only)
master     number  area share [%]
and3_1        477             3.0
a2111oi_0     129             1.1
nand3_1       235             1.2
a22o_1        128             1.1
nand4_1       232             1.5
clkbuf_1      731             2.8
a22oi_1      1175             8.9
mux2_2       1987              22
buf_2         104            0.52
nor2_1        146            0.55
mux2i_1       178             1.8
dfrtp_1      1984              50
Power is estimated from default activity; no workload was simulated.
