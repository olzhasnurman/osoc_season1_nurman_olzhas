## /design/flow/design.v

```verilog
module mux8to1
#(
    parameter DATA_WIDTH = 64
) 
(
    input  logic [              2:0 ] control_signal,
    input  logic [ DATA_WIDTH - 1:0 ] i_mux_0,
    input  logic [ DATA_WIDTH - 1:0 ] i_mux_1,
    input  logic [ DATA_WIDTH - 1:0 ] i_mux_2,
    input  logic [ DATA_WIDTH - 1:0 ] i_mux_3,
    input  logic [ DATA_WIDTH - 1:0 ] i_mux_4,
    input  logic [ DATA_WIDTH - 1:0 ] i_mux_5,
    input  logic [ DATA_WIDTH - 1:0 ] i_mux_6,
    input  logic [ DATA_WIDTH - 1:0 ] i_mux_7,
    output logic [ DATA_WIDTH - 1:0 ] o_mux
);
    always_comb begin
        case ( control_signal )
            3'b000: o_mux = i_mux_0;
            3'b001: o_mux = i_mux_1;
            3'b010: o_mux = i_mux_2;
            3'b011: o_mux = i_mux_3;
            3'b100: o_mux = i_mux_4;
            3'b101: o_mux = i_mux_5;
            3'b110: o_mux = i_mux_6;
            3'b111: o_mux = i_mux_7;
            default: o_mux = '0;
        endcase
    end
endmodule
```

## /design/flow/constraint.sdc

```tcl
current_design mux8to1

set clk_period 8.6
set clk_io_pct 0.2

create_clock -name clk0 -period $clk_period

set non_clock_inputs [all_inputs -no_clocks]
set_input_delay [expr $clk_period * $clk_io_pct] -clock clk0 $non_clock_inputs
set_output_delay [expr $clk_period * $clk_io_pct] -clock clk0 [all_outputs]
```

## /design/flow/config.mk

```make
export PLATFORM = sky130hd
export DESIGN_NAME = mux8to1
export DESIGN_NICKNAME = mux8to1
export VERILOG_FILES = /design/flow/design.v
export SDC_FILE = /design/flow/constraint.sdc
export NUM_CORES = 4
export LEC_CHECK = 1
export CORE_AREA = 10 10 228 228
export DIE_AREA = 0 0 238 238
```

## /design/flow/run.sh

```bash
#!/bin/bash
# OpenROAD 26Q1-2900-gdf79404cd8, Yosys 0.63+post, stock flow scripts
make -C /OpenROAD-flow-scripts/flow DESIGN_CONFIG=/design/flow/config.mk WORK_HOME=/design/flow/orfs finish
```

==> impl_report.txt <==
=== SYNTHESIS / PLACE & ROUTE SUMMARY ===
----------------------------------------------------
[Status]
  Run status ........................ finished, final reports clean

[Critical path]
  Buffering stage count on the worst path with inverters included ........................ 3
  Arrival time reported for the critical path endpoint ........................ 4.55 ns
  Critical Path Fanout Max ........................ 71
  CP cell instances ........................ buf_6, buf_4, nand2_1, o32ai_1, o32a_1, clkdlybuf4s50_1
  Largest delay contributor family on the critical path ........................ buffers and inverters
  Crit path required time ........................ 6.88 ns
  Path length in cells of the critical path ........................ 6
  Endpoint kind of the worst setup timing path ........................ output pin
  Critical Path Source Type ........................ input pin
  Cell with the largest stage delay on the worst path ........................ sky130_fd_sc_hd__buf_4
  Highest cell delay on the worst timing path ........................ 0.64 ns
  Critical path class ........................ input pin to output pin

[Timing]
  Slew @ Worst Pin ........................ 0.730 ns
  Final setup TNS ........................ 0 ns
  Final WS setup ........................ 2.33 ns
  Share of the cycle needed by the critical path after routing ........................ 72.9%
  Final Critical Period ........................ 6.27 ns
  Final Hold Violation Tally ........................ 0
  Highest clock frequency the design can meet ........................ 0.160 GHz
  RSZ-0062 raised after global routing ........................ false
  Final Slew Violations ........................ 0
  Worst slack on hold paths ........................ 4.38 ns
  Normalized max-slew margin ........................ 51.3%
  Final setup violation count ........................ 0

[GRT]
  Remaining Overflow, GRT ........................ 0
  Vias in the first global route ........................ 7,839
  Largest net degree at the start of global routing ........................ 72
  First-pass GRT wire length ........................ 51,400 microns
  Antenna violations before repair ........................ 3
  GRT Resource Usage Total ........................ 12.1%

[Floorplanning]
  I/O Pins ........................ 579
  Number of cell rows ........................ 79
  Die Area ........................ 56,600 sq um
  Pre-placement core utilization ........................ 9.31%
  Core Area ........................ 46,800 sq um
  Die height ........................ 238 microns
  Die W ........................ 238 microns

[Finish]
  Fillers ........................ 5,152
  FF+latch area ........................ 0 sq um
  Finished layout cell area ........................ 10,600 sq um
  Share of cells above drive strength 1 ........................ 11.1%
  Clock Buffer Count ........................ 0
  FFs & Latches ........................ 0
  Layout Area Growth over Synthesis ........................ 144%

[Placement]
  Placed wire-length estimate ........................ 31,200 microns
  Post-place instance area ........................ 10,600 sq um
  Global placement routability congestion ........................ 0.962
  Count of buffers inserted at the top-level ports ........................ 579
  Dpl ws ........................ 2.37 ns

[Drt]
  Number of vias in the routed layout ........................ 7,165
  Remaining routing DRC violations ........................ 0
  Routed Wire Length ........................ 37,000 microns
  WL per Instance ........................ 21.4 microns
  Vias per cell ........................ 4.15
  First-pass iteration count of the detailed router ........................ 5
  Number of routed nets with antenna violations ........................ 0
  Violation count after the first detailed-routing iteration ........................ 314

[Synth]
  Post-synthesis area per instance ........................ 7.20 sq um
  Synthesized chip area reported by yosys ........................ 4350 sq um
  Register share after synthesis ........................ 0%
  Mapped Area ........................ 4350 sq um
  Count of different cell masters after synthesis ........................ 31
  Yosys warning tally ........................ 1
  Cells after Synth ........................ 605
  Yosys cell count ........................ 605

[Clocking]
  Number of buffers added to fix hold violations after cts ........................ 0
  Total setup buffers inserted after CTS ........................ 0
  Cts repair resizes ........................ 0

[Power]
  Worst vdd ir ........................ 0.0324 mV
  Fraction of power spent switching nets ........................ 31.9%
  PD cells ........................ 49.4 nW/um^2
  Switching power summed over all nets ........................ 0.167 mW
  Overall Power ........................ 0.525 mW
  Reported leakage power ........................ 3.68 nW
  Internal ........................ 0.358 mW

[Flow run]
  Log Warnings ........................ 32
  Maximum Capacitance Violations ........................ 0

[Worst hold path]
  Path category of the worst min-delay check ........................ input pin to output pin
  Worst hold path stage count ........................ 4

----------------------------------------------------
## cell type report
cell class                      instances  area [sq um]  area share, %
Timing Repair Buffer                  591          5880           55.4
Inverter                               19          71.3          0.672
Multi-Input combinational cell        509          3900           36.7
Tap cell                              607           759           7.15
Antenna cell                            2          5.00         0.0471
## path summary, 6_finish.rpt
path / startpoint / end / slack [ns]
worst max-delay path: control_signal[1] / o_mux[37] / 2.33
worst min-delay path: i_mux_0[26] / o_mux[26] / 4.38
## synth_stat cells
cell type,n,area (sq um)
sky130_fd_sc_hd__a22oi_1,103,773
sky130_fd_sc_hd__nand2b_1,59,369
sky130_fd_sc_hd__mux2_2,52,586
sky130_fd_sc_hd__nor2_1,52,195
sky130_fd_sc_hd__a31oi_1,51,319
sky130_fd_sc_hd__a21bo_2,50,500
sky130_fd_sc_hd__o211ai_1,50,375
sky130_fd_sc_hd__buf_2,39,195
sky130_fd_sc_hd__clkbuf_1,24,90.1
sky130_fd_sc_hd__mux2i_1,20,200
sky130_fd_sc_hd__inv_1,19,71.3
sky130_fd_sc_hd__nand2_1,16,60.1
sky130_fd_sc_hd__buf_4,12,90.1
sky130_fd_sc_hd__a221oi_1,11,96.3
sky130_fd_sc_hd__o2bb2ai_1,8,70.1
sky130_fd_sc_hd__o32a_1,8,80.1
sky130_fd_sc_hd__o32ai_1,8,70.1
sky130_fd_sc_hd__o22a_1,3,26.3
sky130_fd_sc_hd__o22ai_1,3,18.8
sky130_fd_sc_hd__or2b_1,3,22.5
sky130_fd_sc_hd__and3b_1,2,17.5
sky130_fd_sc_hd__buf_6,2,22.5
sky130_fd_sc_hd__mux4_2,2,45.0
sky130_fd_sc_hd__a21oi_1,1,5.00
sky130_fd_sc_hd__a2bb2oi_1,1,8.76
sky130_fd_sc_hd__and2_1,1,6.26
sky130_fd_sc_hd__and4b_1,1,10.0
sky130_fd_sc_hd__nor2_2,1,6.26
sky130_fd_sc_hd__nor2_4,1,11.3
sky130_fd_sc_hd__nor2b_1,1,6.26
sky130_fd_sc_hd__or3_1,1,6.26
## power by group through the flow
| stage | clock (mW) | combinational (mW) | sequential (mW) |
|---|---|---|---|
| after global routing | 0 | 0.564 | 0 |
| after CTS | 0 | 0.532 | 0 |
## cells in the final DEF, fill, tap and decap left out, drive strengths merged, types with 2 or more instances in the layout
cell / n
mux4: 2
o22ai: 3
diode: 2
mux2i: 20
a21bo: 50
nand2: 16
nand2b: 59
o211ai: 50
and3b: 2
buf: 15
a31oi: 51
o32a: 8
nor2: 54
o32ai: 8
o22a: 3
mux2: 52
o2bb2ai: 8
a221oi: 11
or2b: 3
clkdlybuf4s50: 576
inv: 19
a22oi: 103
## routing by layer
layer | vias up | global-route usage [%] | part of all wire [%]
li1 | 3412 | - | -
met1 | 3281 | 13.6 | 38
met2 | 425 | 21.7 | 49
met3 | 43 | 4.12 | 11
met4 | 4 | 2.39 | 2.2
met5 | - | 0 | 0.073
## worst min-delay path, delay by kind of cell
family	cells	cell delay, ns
AND-OR/OR-AND	1	0.04
buffers and inverters	2	0.79
AND/OR/NAND/NOR	1	0.10
## metrics by stage
| stage | utilization [%] | cells |
|---|---|---|
| 6_report | 22.7 | 1728 |
| 3_3_place_gp | 22.7 | 1726 |
| 5_1_grt | 22.7 | 1726 |
| 4_1_cts | 22.7 | 1726 |
| 3_5_place_dp | 22.7 | 1726 |
| 2_1_floorplan | - | 605 |
## kinds of logic (layout without fill, tap and decap cells)
group	Yosys count	after routing	synth area share [%]
AOI/OAI and AO/OA	297	297	53.8
muxes	74	74	19.1
other	0	2	0
buffers and inverters	96	610	10.8
and+or+nand+nor	138	138	16.3
Power and IR drop assume default switching activity.
