<file path="design.v">
module extend_imm
#(
    parameter IMM_WIDTH = 25,
              OUT_WIDTH = 64
) 
(
    input  logic [             2:0 ] control_signal,
    input  logic [ IMM_WIDTH - 1:0 ] i_imm,
    output logic [ OUT_WIDTH - 1:0 ] o_imm_ext
);
    logic [ OUT_WIDTH - 1:0 ] s_i_type;
    logic [ OUT_WIDTH - 1:0 ] s_s_type;
    logic [ OUT_WIDTH - 1:0 ] s_b_type;
    logic [ OUT_WIDTH - 1:0 ] s_j_type;
    logic [ OUT_WIDTH - 1:0 ] s_u_type;
    logic [ OUT_WIDTH - 1:0 ] csr_type;
    assign s_i_type = { {52{i_imm[24]}}, i_imm[24:13] };
    assign s_s_type = { {52{i_imm[24]}}, i_imm[24:18], i_imm[4:0] };
    assign s_b_type = { {52{i_imm[24]}}, i_imm[0] , i_imm[23:18], i_imm[4:1], 1'b0 };
    assign s_j_type = { {44{i_imm[24]}}, i_imm[12:5], i_imm[13], i_imm[23:14], 1'b0 };
    assign s_u_type = { {32{i_imm[24]}}, i_imm[24:5], {12{1'b0}} };
    assign csr_type = { 59'b0, i_imm[12:8] };
    always_comb begin
        case ( control_signal )
            3'b000: o_imm_ext = s_i_type;
            3'b001: o_imm_ext = s_s_type;
            3'b010: o_imm_ext = s_b_type;
            3'b011: o_imm_ext = s_j_type;
            3'b100: o_imm_ext = s_u_type;
            3'b101: o_imm_ext = csr_type;
            default: o_imm_ext = s_i_type;
        endcase
    end
endmodule
</file>
<file path="run.sh">
#!/bin/bash
# OpenROAD 26Q1-2900-gdf79404cd8, Yosys 0.63+post, stock flow scripts
make -C /OpenROAD-flow-scripts/flow DESIGN_CONFIG=/design/flow/config.mk WORK_HOME=/design/flow/orfs finish
</file>
<file path="config.mk">
export PLATFORM = sky130hd
export DESIGN_NAME = extend_imm
export DESIGN_NICKNAME = extend_imm
export VERILOG_FILES = /design/flow/design.v
export SDC_FILE = /design/flow/constraint.sdc
export NUM_CORES = 4
export LEC_CHECK = 1
export CORE_AREA = 10 10 73 73
export DIE_AREA = 0 0 83 83
</file>
<file path="constraint.sdc">
current_design extend_imm

set clk_period 2.9
set clk_io_pct 0.2

create_clock -name clk0 -period $clk_period

set non_clock_inputs [all_inputs -no_clocks]
set_input_delay [expr $clk_period * $clk_io_pct] -clock clk0 $non_clock_inputs
set_output_delay [expr $clk_period * $clk_io_pct] -clock clk0 [all_outputs]
</file>
==> impl_metrics.tcl <==
# implementation run metrics
set metrics [dict create \
    status "finished clean" \
    n_antenna_cell 0 \
    antenna_found_initial 0 \
    crit_slowest_cell "clkdlybuf4s50_1" \
    synth.mux.area_fraction_pct 16.5 \
    arrival_ns 2.25 \
    setup_viol 0 \
    synthCells 123 \
    grt_pass1_wl_um 5750 \
    die_width_um 83 \
    dr.pass1.iters 4 \
    xor_area_share_pct 0 \
    ys_types 24 \
    via_count 1055 \
    final_cells 237 \
    cp_common_cell "clkdlybuf4s50_1" \
    ys_cells 123 \
    slew_viol_final 0 \
    drcViolationCount 0 \
    tightest_slew_ns 0.213 \
    final_util_pct 47.5 \
    top_logic_kind "buffers and inverters" \
    clkbuf_count 0 \
    powerDensity_mw_per_mm2 158 \
    via_per_inst 4.45 \
    gp_congestion 0.791 \
    wire_per_inst_um 14.9 \
    yosysTopAreaCell "buf_4" \
    holdWs_ns 1.93 \
    post-dp-hpwl_um 2870 \
    crit_path_start_kind "input pin" \
    io_pins 92 \
    dp_cells 231 \
    final_antenna_net_count 0 \
    maxSlewHeadroom_pct 85.7 \
    globalRouteOverflowTotal 0 \
    fin_area_mm2 0.00178 \
    grtUsageTotal_pct 9.39 \
    layout_setup_ws_ns 0.0689 \
    ys_sh_aoi_pct 31.8 \
    path_cells "clkdlybuf4s50_1 -> buf_6 -> mux2_1 -> a221oi_2 -> a21oi_1 -> clkdlybuf4s50_1" \
    max_cap_viol_count 0 \
    met2_usage_pct 14.2 \
    grtUsageMet3_pct 3.25 \
    crit_path_start "control_signal[2]" \
    yosysChipArea_um2 927 \
    yosysSeqAreaShare_pct 0 \
    synthSimpleGateAreaFrac_pct 15.9 \
    grt_max_degree 34 \
    leakage_nw 0.745 \
    holdCritStartpoint "control_signal[0]" \
    yosysWarnings 1 \
    max_freq_mhz 353 \
    fa_ha_area_share_pct 0 \
    crit_path_end_kind "output port" \
    max_stage_delay_ns 0.47 \
    busiest_layer "met2" \
    hp-class "input pin to output port" \
    ff_count 0 \
    grt_pass1_vias 1025 \
    rows 22 \
    drt-initial-drc-count 27 \
    wirelength_um 3530 \
    required_ns 2.32 \
    die-area_mm2 0.00689 \
    common_cells "buf_4 (33), mux2i_1 (13), a21o_1 (11)" \
    p_total_mw 0.282 \
    ctsHoldBuffers 0 \
    port_buffers 92 \
    syn_area_um2 927 \
    synth_area_per_cell_um2 7.54 \
    post-route-min-period_ns 2.83 \
    vdd_drop_max_mv 0.0693 \
    drive_above_1_share_pct 13.8 \
    yosys-top-cells-area "buf_4 (27%), mux2i_1 (14%), a21o_1 (8.9%), a211oi_1 (6.5%), buf_6 (6.1%)" \
    fin_crit_sh_pct 97.6 \
    initial_utilization_pct 24.8 \
    die_y_um 83 \
    warnings 32 \
    core_area_mm2 0.00374 \
    dpl_cell_area_mm2 0.00169 \
    most_common_cell "buf_4" \
    synth_top_area_share_pct 26.7 \
    post-place-ws_ns -0.0851 \
    cp_max_fo 10 \
    tns_ns 0 \
    area_growth_pct 91.9 \
    timing_hold_violations_final 0 \
    use_met1_pct 13.2 \
    path_class "input pin to output port" \
    regArea_um2 0 \
]
## placed cells by master, fill, tap and decap left out, drive strengths merged
master         count
mux2i             13
buf               18
a21oi              9
nand2b             1
and3b              1
nand2              2
nor2b              4
nor2               2
a22oi              4
o21a               5
dlymetal6s2s       2
nand3b             4
a221oi             1
clkdlybuf4s50     90
a21o              11
o21ai              5
a211oi             8
and2               7
mux2               2
## kinds of logic (layout without fill, tap and decap cells)
logic type,count (synthesis),in the layout
AND/OR/NAND/NOR,21,21
buffers and inverters,44,110
AND-OR/OR-AND,43,43
multiplexers,15,15
## power by group
group | switching [mW] | internal [mW] | leakage, nW
registers | 0 | 0 | 0
clock network | 0 | 0 | 0
logic | 0.0814 | 0.200 | 0.745
total | 0.0814 | 0.200 | 0.745
## worst max-delay path, delay by kind of cell
kind,cells,cell delay [ns]
muxes,1,0.34
AOI/OAI and AO/OA,2,0.28
buffers and inverters,3,1.05
## routing by layer
metal	share of wire [%]	vias up
met4	0	0
met1	46	461
met5	0	-
met3	9.3	0
li1	-	541
met2	45	53
## timing repair
action                                  4_1_cts  5_1_grt
hold endpoints to repair                      0        0
cloned                                        0        1
endpoints found under the setup margin        8       44
gates resized                                 1        4
buffers inserted                              0        5
## cell type report
type / count / area (um^2)
well taps: 48 / 60.1
multi-input cells: 79 / 603
repair buffers: 110 / 1120
fillers: 360 / 1960
## worst paths after layout
path,slack (ns),endpoint,depth (start not counted)
max,0.07,o_imm_ext[0],6
min,1.93,o_imm_ext[16],6
Power is estimated from default activity; no workload was simulated.
